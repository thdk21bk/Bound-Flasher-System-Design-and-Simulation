--- /design/flow/config.mk ---
export PLATFORM = sky130hd
export DESIGN_NAME = BoundFlasher_Mealy
export DESIGN_NICKNAME = BoundFlasher_Mealy
export VERILOG_FILES = /design/flow/design.v
export SDC_FILE = /design/flow/constraint.sdc
export NUM_CORES = 4
export LEC_CHECK = 1
export CORE_UTILIZATION = 30
--- /design/flow/constraint.sdc ---
current_design BoundFlasher_Mealy

set clk_period 6.0
set clk_io_pct 0.2

create_clock -name clk0 -period $clk_period [get_ports {clk}]

set non_clock_inputs [all_inputs -no_clocks]
set_input_delay [expr $clk_period * $clk_io_pct] -clock clk0 $non_clock_inputs
set_output_delay [expr $clk_period * $clk_io_pct] -clock clk0 [all_outputs]
--- /design/flow/design.v ---
`timescale 1ns / 1ps
module BoundFlasher_Mealy(
    input clk, rst, flick,
    output reg [15:0] lamps
    );
    parameter s0 = 0, s1 = 1, s2 = 2, s3 = 3, s4 = 4, s5 = 5, s6 = 6, s7 = 7, s8 = 8, s9 = 9, s10 = 10;
    parameter idle = 11;
    parameter TIMER = 100;
    integer counter = 0;
    reg finish1 = 1, finish0 = 1;
    reg [3:0] state = idle;
always @(posedge clk) begin
    if (rst) begin
        state <= idle;
    end
    else begin
        case (state)
        idle: begin
            state <= s0;
            lamps <= 16'h0000;  
            counter <= 0;
        end
        s0: begin
            if (finish1 == 1) begin
                if (flick == 1) begin
                    finish1 <= 0;
                end
                else begin
                    state <= s0;
                end
            end
            if(finish1 == 0) begin
                counter <= counter + 1;
                if(counter == TIMER) begin
                    lamps <= (lamps << 1) + 1;
                    counter <= 0;
                end
                if(lamps == 16'h003F) begin
                    state <= s1;
                    counter <= 0;
                    finish1 <= 1;
                end
            end
        end
        s1: begin
            counter <= counter + 1;
            if (counter == TIMER) begin
                lamps <= lamps >> 1;  
                counter <= 0;
            end
            if (lamps == 16'h0000) begin
                state <= s2;
                counter <= 0;
            end
        end
        s2: begin
            counter <= counter + 1;
            if (counter == TIMER) begin
                lamps <= (lamps << 1) + 1;
                counter <= 0;
            end
            if (lamps == 16'h003F) begin
                state <= s3;
                counter <= 0;
            end
        end
        s3: begin
            if (finish1 == 1 && finish0 == 1) begin
                if (flick) finish1 <= 0;
                else finish0 <= 0;
            end
            if (!finish1) begin
                counter <= counter + 1;
                if(counter == TIMER) begin
                   lamps <= lamps >> 1;
                   counter <= 0;
                end
                if (lamps == 16'h0000) begin
                    state <= s2;
                    counter <= 0;
                    finish1 <= 1;
                end  
            end
            if (!finish0) begin
                counter <= counter + 1;
                if(counter == TIMER) begin
                    lamps <= (lamps << 1) + 1;
                    counter <= 0;
                end
                if (lamps == 16'h07FF) begin
                    state <= s4;
                    counter <= 0;
                    finish0 <= 1;
                end  
            end               
        end
        s4: begin
            if (finish0 && finish1) begin
                if (flick) finish1 <= 0;
                else finish0 <= 0;
            end
            if (!finish1) begin
                counter <= counter + 1;
                if (counter == TIMER) begin
                    lamps <= lamps >> 1; 
                    counter <= 0;
                end
                if (lamps == 16'h0000) begin
                    finish1 <= 1;
                    state <= s2;
                    counter <= 0;
                end
            end
            if(!finish0) begin
                counter <= counter + 1;
                if (counter == TIMER) begin
                    lamps <= lamps >> 1;  
                    counter <= 0;
                end
                if(lamps == 16'h001F) begin
                    finish0 <= 1;
                    state <= s5;
                    counter <= 0;
                end
            end
        end
        s5: begin
            counter <= counter + 1;
            if(counter == TIMER) begin
                lamps <= (lamps << 1) + 1;
                counter <= 0;
            end
            if (lamps == 16'h003F) begin
                state <= s6;
                counter <= 0;
            end
        end
        s6: begin
            if(finish0 && finish1) begin
                if(flick) finish1 <= 0;
                else finish0 <= 0;
            end
            if (!finish1) begin
                counter <= counter + 1;
                if (counter == TIMER) begin
                    lamps <= lamps >> 1;
                    counter <= 0;
                end
                if (lamps == 16'h001F) begin
                    finish1 <= 1;
                    state <= s5;
                    counter <= 0; 
                end
            end
            if (!finish0) begin
                counter <= counter + 1;
                if (counter == TIMER) begin
                    lamps <= (lamps << 1) + 1;
                    counter <= 0;
                end
                if (lamps == 16'h07FF) begin
                    finish0 <= 1;
                    state <= s7;
                    counter <= 0;
                end
            end
        end
        s7: begin
            if (finish0 && finish1) begin
                if (flick) finish1 <= 0;
                else finish0 <= 0;
            end
            if (!finish1) begin
                counter <= counter + 1;
                if (counter == TIMER) begin
                    lamps <= lamps >> 1;
                    counter <= 0;
                end
                if (lamps == 16'h001F) begin
                    finish1 <= 1;
                    state <= s5;
                    counter <= 0;
                end
            end
            if (!finish0) begin
                counter <= counter + 1;
                if (counter == TIMER) begin
                    lamps <= (lamps << 1) + 1;
                    counter <= 0;
                end
                if (lamps == 16'hFFFF) begin
                    finish0 <= 1;
                    state <= s8;
                    counter <= 0;
                end
            end
        end
        s8: begin
            counter <= counter + 1;
            if(counter == TIMER) begin
                lamps <= lamps >> 1;
                counter <= 0;
            end
            if (lamps == 16'h0000) begin
                state <= s9;
                counter <= 0;
            end
        end
        s9: begin
            counter <= counter + 1;
            if (counter == TIMER) begin
            lamps <= 16'hFFFF;
            counter <= 0;
            state <= s10;
            end
        end
        s10: begin
           counter <= counter + 1;
            if (counter == TIMER) begin
           lamps <= 16'h0000;  
           state <= s0;
           counter <= 0;
            end
        end
        default: begin
        state <= idle;
        lamps <= 16'h0000;
        end
        endcase
    end
end
endmodule
--- /design/flow/run.sh ---
#!/bin/bash
# OpenROAD 26Q1-2900-gdf79404cd8, Yosys 0.63+post, stock flow scripts
make -C /OpenROAD-flow-scripts/flow DESIGN_CONFIG=/design/flow/config.mk WORK_HOME=/design/flow/orfs finish
==> results.yml <==
# physical design summary
outcome:
  status: "finished clean"
clock_tree:
  cts.sinks: 54
  cts_resized: 0
  numCtsBuffers: 5
  htree_levels: 2
  clk_pin_slew_worst_paths_ns: 0.08
  cts-root-buf: "clkbuf_16"
  clock_latency_ns: 0.31
  cts_hold_buf: 0
  cts_setup_buffers: 0
  cts_tree: "yes"
  cts_max_path_buffers: 2
logic_synthesis:
  yosysWarnings: 1
  synth-area-yosys_sq_um: 4717
  ys_cells: 590
  synth.avg_cell_area_sq_um: 7.995
  synth-async-reset-ratio: 0
  edf_count: 50
  synth_cells: 590
  ff_type: "edfxtp_1"
  synthDistinctLibCells: 69
  ys_seq_frac: 0.3353
  numSynthFlops: 54
  netlist_area_sq_um: 4717
route:
  drt_first_pass_iters: 5
  wire_per_inst_um: 17.81
  antenna_left: 0
  via_count: 4733
  viasPerCell: 6.006
  wl_mm: 14.04
  antenna-diode-count: 0
  drt_iter0_markers: 495
  drc: 0
final_timing:
  finalClockSkew_ns: 0.009075
  tightestPinTransition_ns: 0.7766
  hold_viol_final: 0
  drv_slew: 0
  max_slew_margin: 0.4775
  setup_viol: 0
  tns_ns: 0
  finalCritPeriodShare: 0.6030
  rsz0062_at_grt: "false"
  hold_ws_ns: 0.6396
  max_freq_mhz: 276.4
  post-route-min-period_ns: 3.618
worst_setup_path:
  crit_required_ns: 6.06
  crit_family: "simple AND/OR/NAND/NOR gates"
  r2r-start: "lamps[12]"
  slowest_stage: "or4_4"
  cp-end-kind: "register"
  cp_slowest_stage_delay_ns: 0.62
  startpoint: "lamps[12]"
  rr_endpoint: "counter[15]"
  r2r_slack_ns: 2.38
  start_kind: "register"
  crit_arrival_ns: 3.67
  crit_buf_inv: 1
  crit_chain: "or4_4 > nor4_4 > nand2_2 > a222oi_1 > buf_4 > nand3_1 > nand2_1 > o31ai_1"
  crit_fanout: 16
  ff2ff_path_depth: 8
  crit_type: "reg2reg"
placement:
  dp_hpwl_mm: 9.437
  numPortBuffers: 18
  gp_congestion: 0.8921
global_route:
  gr-usage-all-layers: 0.1795
  grt_pass1_wl_mm: 22.76
  grt_max_degree: 33
  grt-ovfl-total: 0
  antenna_found_initial: 0
  grt_pass1_vias: 4331
finish:
  fillCellCount: 1528
  final_common_cell: "nand2_1"
  comb_area_sq_um: 2890
  layout-drive-gt1-share: 0.06586
  area_growth_pct: 10.80
  lay_top_cells: "nand2_1 (67), nor2_1 (56), a21oi_1 (56)"
  seq_area_sq_um: 1582
floorplan:
  core_sq_um: 15260
  fp.dieW_um: 127.4
  rows: 45
  die_area_sq_um: 16230
  io-pin-count: 19
  fp.dieH_um: 127.4
  floorplan.core_util: 0.3091
power:
  power.density_nw_per_um2: 470.9
  p_switching_mw: 1.082
  totalPowerFinal_mw: 2.461
  seqPwrFrac: 0.396
  clkPwrFrac: 0.141
  comb_power_share: 0.463
  p_sw_frac: 0.4395
  irDropWorstVdd_mv: 0.1621
  power.leakage_nw: 1.687
  p_int_mw: 1.379
job:
  cap_violations: 0
  openroad.warnings: 26
hold_path:
  hold-path-cell-count: 1
  hold_class: "reg2reg"
  hp-start: "counter[28]"
  whs_endpoint: "counter[28]"
per-stage QoR:
| step | util | cell area, sq um | worst slack (ns) | cells |
|---|---|---|---|---|
| after floorplan | - | 4717 | 1.585 | 590 |
| after global placement | 0.3315 | 5059 | 2.518 | 780 |
| after detailed placement | 0.3315 | 5059 | 2.445 | 780 |
| after CTS | 0.3425 | 5226 | 2.428 | 788 |
| after global routing | 0.3425 | 5226 | 2.132 | 788 |
| final | 0.3425 | 5226 | 2.382 | 788 |
cell usage after synthesis (8+ instances only):
cell / instances / area, sq um
nor3_1: 11 / 55.05
a221oi_1: 10 / 87.58
nand2_1: 67 / 251.5
o211ai_1: 8 / 60.06
a311oi_1: 8 / 70.07
a22oi_1: 16 / 120.1
nor2_1: 56 / 210.2
o221ai_1: 8 / 70.07
o22ai_1: 11 / 68.82
nor4_1: 15 / 93.84
nand4_1: 15 / 93.84
edfxtp_1: 50 / 1501
and2_1: 11 / 68.82
mux2i_1: 15 / 150.1
clkbuf_1: 43 / 161.4
nand3_1: 18 / 90.09
and3_1: 8 / 50.05
inv_1: 13 / 48.80
a21oi_1: 56 / 280.3
o21ai_0: 30 / 150.1
per-layer routing:
metal,track usage,routed length [um]
met2,0.2732,6321
met5,0,0
met4,0.03151,233
met1,0.2689,6304
met3,0.04352,1178
cell families (layout without fill, tap and decap cells):
family | count (synthesis) | count (layout) | share of synthesized area
compound gates | 206 | 206 | 0.2958
mux | 18 | 18 | 0.03899
buf+inv | 65 | 52 | 0.05438
flops | 54 | 54 | 0.3353
fa+ha+maj | 2 | 2 | 0.005304
xor+xnor | 9 | 9 | 0.01671
simple gates | 236 | 236 | 0.2536
worst reg2reg max path: stages, from the launching register on:
cell and delay [ns]:
edfxtp_1 0.54, or4_4 0.62, nor4_4 0.45, nand2_2 0.12, a222oi_1 0.37, buf_4 0.24, nand3_1 0.49, nand2_1 0.43
o31ai_1 0.11
power by group through the flow:
stage / combinational, mW / clock [mW] / sequential (mW)
4_1_cts: 1.13 / 0.350 / 0.969
5_1_grt: 1.27 / 0.365 / 1.02
6_report: 1.14 / 0.347 / 0.976
worst max path at each step:
stage                 end  depth (start not counted)
CTS           counter[15]                          8
global route  counter[15]                          8
finish        counter[15]                          8
layout make-up:
class,count,area share
timing repair buffer,30,0.05171
sequential,54,0.3026
clock inverter,3,0.008140
clock buffer,5,0.02394
inverter,14,0.01006
multi-input combinational,471,0.5530
tap,211,0.05051
registers in the layout, indices dropped and copies added, names as in the netlist:
register	count
counter	32
finish0	1
finish1	1
lamps	16
state	4
No activity file was given, so power comes from the tool's default toggle rates.
